<file path="flow/design.v">
module i2c (
	CLOCK,
	I2C_SCLK, 
 	I2C_SDAT, 
	I2C_DATA, 
	GO,       
	END_TR,      
	W_R,      
	ACK,       
	RESET,
	SD_COUNTER,
	SDO
);
	input  CLOCK;
	input  [23:0]I2C_DATA;	
	input  GO;
	input  RESET;	
	input  W_R;
 	inout  I2C_SDAT;	
	output I2C_SCLK;
	output END_TR;	
	output ACK;
	output [5:0] SD_COUNTER;
	output SDO;
reg SDO;
reg SCLK;
reg END_TR;
reg [23:0]SD;
reg [5:0]SD_COUNTER;
wire I2C_SCLK=SCLK | ( ((SD_COUNTER >= 4) & (SD_COUNTER <=30))? ~CLOCK :0 );
wire I2C_SDAT=SDO?1'bz:0 ;
reg ACK1,ACK2,ACK3;
wire ACK=ACK1 | ACK2 |ACK3;
always @(negedge RESET or posedge CLOCK ) begin
if (!RESET) SD_COUNTER=6'b111111;
else begin
if (GO==0) 
	SD_COUNTER=0;
	else 
	if (SD_COUNTER < 6'b111111) SD_COUNTER=SD_COUNTER+1;	
end
end
always @(negedge RESET or  posedge CLOCK ) begin
if (!RESET) begin SCLK=1;SDO=1; ACK1=0;ACK2=0;ACK3=0; END_TR=1; end
else
case (SD_COUNTER)
	6'd0  : begin ACK1=0 ;ACK2=0 ;ACK3=0 ; END_TR=0; SDO=1; SCLK=1;end
	6'd1  : begin SD=I2C_DATA;SDO=0;end
	6'd2  : SCLK=0;
	6'd3  : SDO=SD[23];
	6'd4  : SDO=SD[22];
	6'd5  : SDO=SD[21];
	6'd6  : SDO=SD[20];
	6'd7  : SDO=SD[19];
	6'd8  : SDO=SD[18];
	6'd9  : SDO=SD[17];
	6'd10 : SDO=SD[16];	
	6'd11 : SDO=1'b1; 
	6'd12  : begin SDO=SD[15]; ACK1=I2C_SDAT; end
	6'd13  : SDO=SD[14];
	6'd14  : SDO=SD[13];
	6'd15  : SDO=SD[12];
	6'd16  : SDO=SD[11];
	6'd17  : SDO=SD[10];
	6'd18  : SDO=SD[9];
	6'd19  : SDO=SD[8];	
	6'd20  : SDO=1'b1; 
	6'd21  : begin SDO=SD[7]; ACK2=I2C_SDAT; end
	6'd22  : SDO=SD[6];
	6'd23  : SDO=SD[5];
	6'd24  : SDO=SD[4];
	6'd25  : SDO=SD[3];
	6'd26  : SDO=SD[2];
	6'd27  : SDO=SD[1];
	6'd28  : SDO=SD[0];	
	6'd29  : SDO=1'b1; 
    6'd30 : begin SDO=1'b0;	SCLK=1'b0; ACK3=I2C_SDAT; end	
    6'd31 : SCLK=1'b1; 
    6'd32 : begin SDO=1'b1; END_TR=1; end 
endcase
end
endmodule
</file>
<file path="flow/run.sh">
#!/bin/bash
# OpenROAD 26Q1-2900-gdf79404cd8, Yosys 0.63+post, stock flow scripts
make -C /OpenROAD-flow-scripts/flow DESIGN_CONFIG=/design/flow/config.mk WORK_HOME=/design/flow/orfs finish
</file>
<file path="flow/config.mk">
export PLATFORM = sky130hd
export DESIGN_NAME = i2c
export DESIGN_NICKNAME = i2c
export VERILOG_FILES = /design/flow/design.v
export SDC_FILE = /design/flow/constraint.sdc
export NUM_CORES = 4
export LEC_CHECK = 1
export CORE_UTILIZATION = 30
</file>
<file path="flow/constraint.sdc">
current_design i2c

set clk_period 4.5
set clk_io_pct 0.2

create_clock -name clk0 -period $clk_period [get_ports {CLOCK}]

set non_clock_inputs [all_inputs -no_clocks]
set_input_delay [expr $clk_period * $clk_io_pct] -clock clk0 $non_clock_inputs
set_output_delay [expr $clk_period * $clk_io_pct] -clock clk0 [all_outputs]
</file>
==> results.txt <==
Outcome = complete, no violations
Post-CTS Setup Bufs = 0
Critical path's largest stage delay = 440 ps
Global router's overall resource usage = 11.8%
Dominant cell area share = 41.8%
R2r worst-path depth = 6
Number of cells in the yosys synthesis report = 146
Required time of the critical path = 3600 ps
Number of antenna violations at the first check in global routing = 0
Gate count of the mapped netlist = 146
Number of failing setup endpoints in the final timing report = 0
Worst flop-to-flop path startpoint = SD_COUNTER[2]
Flip-flops with a built-in enable = 24
Fraction of registers with async set/reset = 27.3%
Tool warnings = 32
Count of input and output buffers = 35
Number of global-route vias before repair = 1257
Total inserted antenna cells = 0
Mean instance size in the synthesized netlist = 11.8 sq um
Clock skew after layout = 4.99 ps
Filler Cell Count = 533
Residual antenna-violating net count after detailed routing = 0
Most frequent CP cell = clkbuf_8
Chip area = 6050 sq um
Endpoint arrival time on the critical path = 3130 ps
Minimum setup slack among reg-to-reg paths = 2400 ps
Slowest stage cell, crit path = clkdlybuf4s50_1
Maximum ir drop on the vdd rail = 0.165 mV
Top-level port count = 39
Count of instances resized after the clock tree is built = 0
First-pass iteration count of the detailed router = 4
Number of vias after detailed routing = 1196
Wire length of the first global-routing pass = 5430 microns
Row count = 27
Gp weighted congestion = 0.807
Maximum number of pins on one net before global-route repair = 25
Max cap viols = 0
Hold path startpoint = SCLK
Cell area power density = 343 nW/um^2
Sort of element at the end of the critical path = output port
Setup total negative slack = 0 ps
Total Power Consumption = 0.770 mW
Dominant flop cell = edfxtp_1
Worst-skew pair later-pin latency = 380 ps
Top cells by count, synth = edfxtp_1 (24), nor2_1 (10), dfstp_2 (9)
Summed instance area of the synthesized netlist = 1720 sq um
Routed vias/inst = 4.69
Startpoint type of the worst setup path = clock port
Terminating pin of the worst hold path = SCLK
Synth top cell by count = edfxtp_1
Initial DRC count = 63
TritonCTS clock tree = yes
RSZ-0062 raised after global routing = no
Clock edge transition at the registers on the reported setup and hold paths = 60 ps
DP Wirelength = 2220 microns
Flip-flop and latch count after synthesis = 33
Chip Width = 77.8 microns
Worst setup path class = clk2out
Average detailed-routed wire length per instance = 12.6 microns
Top area cell types = edfxtp_1 (42%), dfstp_2 (14%), ha_1 (2.9%)
Crit-path max FO = 2
Total congestion overflow = 0
Floorplan utilization = 31.3%
Hold violation total from the final report = 0
Netlist cell types = 47
Die height = 77.8 microns
WHS Path Cells = 2
Area of the core = 5510 sq um
Total cell area reported by yosys after synthesis = 1720 sq um
Final-report max-slew violation count = 0
Hold crit path type = reg2reg
Yosys Warn Count = 2
Hold_buf cts = 0
Post-synth seq share = 55.6%
Library cell occupying the most area in the post-synthesis netlist = edfxtp_1
Area overhead of the layout relative to synthesis = 30.4%
Detailed-route wire length = 3210 microns
Cell breakdown of the critical path = clkbuf_8 -> clkbuf_8 -> nor2_1 -> a21o_1 -> clkdlybuf4s50_1
Leakage Power = 0.770 nW
Critical register-to-register path endpoint = SDO
Remaining routing DRC violations = 0
Fraction of layout instances using a drive strength above 1 = 15.8%
-- metal layers --
layer / vias to the layer above / global-route usage [%] / wire length, microns
li1: 611 / - / -
met4: 0 / 2.45 / 52
met1: 543 / 16.6 / 1470
met3: 7 / 3.35 / 163
met2: 35 / 19.0 / 1520
met5: - / 0 / 0
-- placed cells by master (no fill, tap or decap), types with 2 or more instances in the layout --
cell type and count:
nand3b_1 2, and3_1 2, nor2b_1 4, a22oi_1 2
nor2_1 10, xnor2_1 2, mux2i_1 4, a21oi_1 8
nand3_1 7, edfxtp_1 24, a311oi_1 2, nand2b_1 2
ha_1 4, a31oi_1 3, o21ai_1 3, nor3_1 4
a21boi_0 2, mux2_1 3, clkbuf_8 8, dfstp_2 9
nand2_1 4, o21ai_0 8, conb_1 2, nand4b_1 3
clkdlybuf4s50_1 35, inv_1 4
-- worst max path at each step --
stage	to	from	cells past startpoint
final	I2C_SCLK	CLOCK	5
after global routing	I2C_SCLK	CLOCK	5
after CTS	I2C_SCLK	CLOCK	5
-- logic make-up after synthesis --
family                   after synthesis  synth area share, %
XOR/XNOR                               3                 1.53
buffers and inverters                 15                 5.30
other                                  1                0.218
adder cells (fa/ha/maj)                4                 2.90
AND/OR/NAND/NOR                       49                 16.8
flip-flops                            33                 55.6
AND-OR/OR-AND                         33                 12.8
multiplexers                           8                 4.94
-- state kept, by name, indices dropped and copies added, names as in the netlist --
| name | count |
|---|---|
| SDO | 1 |
| SCLK | 1 |
| SD_COUNTER | 6 |
| SD | 24 |
| END_TR | 1 |
-- cell type report --
| cell class | instances | area [sq um] | area share (%) |
|---|---|---|---|
| Clock buffer | 9 | 120 | 5.35 |
| Clock inverter | 2 | 35.0 | 1.56 |
| Inverter | 5 | 18.8 | 0.835 |
| Multi-Input combinational cell | 99 | 678 | 30.2 |
| Sequential cell | 33 | 957 | 42.6 |
| Tap cell | 72 | 90.1 | 4.01 |
| Timing Repair Buffer | 35 | 348 | 15.5 |
-- worst max-delay path, delay by kind of cell --
kind,cells,cell delay (ps)
buf+inv,3,670
compound gates,1,120
simple gates,1,90
-- where the power goes --
group          total [mW]  switching [mW]  internal [mW]  leakage [nW]
combinational      0.0822          0.0342         0.0481         0.370
sequential          0.361          0.0117          0.349         0.314
clock               0.327           0.107          0.220        0.0862
total               0.770           0.153          0.617         0.770
-- through the flow --
step	setup WS (ps)	utilization, %	cells	area, sq um	hold WS (ps)
final	469	40.8	255	2250	497
after global routing	409	40.8	255	2250	534
after CTS	443	40.8	255	2250	506
after detailed placement	728	38.2	245	2100	497
after global placement	728	38.2	245	2100	492
after floorplan	1180	-	147	1730	469
No activity file was given, so power comes from the tool's default toggle rates.
