==> flow/design.v <==
module CLOCK_500 (
	CLOCK,
	CLOCK_500,
	DATA,
	END_TR,
	RESET,
	KEYON,
	SEL_MIC,
	GO,
	CLOCK_2
);
	input  CLOCK;
	input  END_TR;
	input  RESET;
	input  KEYON;
	input  SEL_MIC;
	output CLOCK_500;
	output [23:0]DATA;
	output GO;
	output CLOCK_2;
reg  [10:0]COUNTER_500;
wire  CLOCK_500=COUNTER_500[9];
wire  CLOCK_2=COUNTER_500[1];
reg  [15:0]ROM[6'd8:0];
reg  [15:0]DATA_A;
reg  [5:0]address;
reg  SEL_MIC_D1;
reg signed  [7:0] vol;   
wire [23:0]DATA={8'h34,DATA_A};
wire SEL_MIC_CHANGE = SEL_MIC_D1 ^ SEL_MIC;	
wire  GO =((address <= 6'd8) && (END_TR==1))? COUNTER_500[10]:1;
reg signed [7:0] voladj=1;    
always @(posedge RESET or posedge SEL_MIC_CHANGE or negedge KEYON or posedge END_TR) begin
	if (RESET) address=0;
	else if (SEL_MIC_CHANGE) address=0;
	else if (!KEYON) address=0;
	else 
	if (address <= 6'd8) address=address+1;
end
always @(posedge KEYON or posedge RESET)
begin
	if (RESET)
		begin
			vol <= 100;
			voladj<=1;
		end
	else if (vol > 8'b01111100)    
		begin
			vol<=8'b01111100;
			voladj <= -1;
		end
	else if (vol < 8'b00101111)
		begin
			vol<=8'b00101111;
			voladj<=1;
		end
	else 
		vol<=vol+voladj;
end
always @(posedge END_TR) begin
	ROM[0]= 16'h0c00;	      
	ROM[1]= 16'h0e42;	      
	ROM[2]= SEL_MIC ? 16'h0815 : 16'h0813;	      
	ROM[3]= 16'h100C;		  
	ROM[4]= 16'h0017;		  
	ROM[5]= 16'h0217;		  
	ROM[6]= {8'h04,1'b0,vol[6:0]};		  
	ROM[7]= {8'h06,1'b0,vol[6:0]};	      
	ROM[6'd8]= 16'h1201; 
	DATA_A=ROM[address];
end
always @(posedge CLOCK ) begin
	COUNTER_500=COUNTER_500+1;
end
always @(posedge CLOCK)
begin
	SEL_MIC_D1 <= SEL_MIC;
end
endmodule
==> flow/run.sh <==
#!/bin/bash
# OpenROAD 26Q1-2900-gdf79404cd8, Yosys 0.63+post, stock flow scripts
make -C /OpenROAD-flow-scripts/flow DESIGN_CONFIG=/design/flow/config.mk WORK_HOME=/design/flow/orfs finish
==> flow/config.mk <==
export PLATFORM = sky130hd
export DESIGN_NAME = CLOCK_500
export DESIGN_NICKNAME = CLOCK_500
export VERILOG_FILES = /design/flow/design.v
export SDC_FILE = /design/flow/constraint.sdc
export NUM_CORES = 4
export LEC_CHECK = 1
export CORE_UTILIZATION = 40
==> flow/constraint.sdc <==
current_design CLOCK_500

set clk_period 3.4
set clk_io_pct 0.2

create_clock -name clk0 -period $clk_period [get_ports {CLOCK}]
create_clock -name clk1 -period $clk_period [get_ports {END_TR}]
create_clock -name clk2 -period $clk_period [get_ports {KEYON}]

set non_clock_inputs [all_inputs -no_clocks]
set_input_delay [expr $clk_period * $clk_io_pct] -clock clk0 $non_clock_inputs
set_output_delay [expr $clk_period * $clk_io_pct] -clock clk0 [all_outputs]
==> impl_metrics.tcl <==
# metrics dict for downstream scripts
set metrics [dict create \
    outcome "complete, no violations" \
    totalWireLength_microns 3650 \
    cts_tree "yes" \
    setup_tns_ns 0 \
    vias 1469 \
    post_drt_wl_per_cell_microns 13.0 \
    nFillCells 389 \
    critPathLaunchType "clock port" \
    syn_area_sq_um 1890 \
    r2r_setup_slack_ns 1.44 \
    io_pins 32 \
    portBuffers 16 \
    grt_max_degree 16 \
    leakage_nw 1.04 \
    grt.total_usage 0.163 \
    post_cts_buffers 0 \
    slowest_stage "clkdlybuf4s50_1" \
    grt_pass1_wl_microns 6240 \
    cts_hold_buf 0 \
    rows 24 \
    yosys.cell_types.count 45 \
    hpwl_microns 2390 \
    regToRegStartpoint "voladj[6]" \
    worstPathRequired_ns 2.72 \
    end_kind "output port" \
    worst_slack_ns 0.252 \
    crit_chain "clkbuf_8 -> clkbuf_8 -> nand3b_1 -> clkdlybuf4s50_1" \
    gp_congestion 0.834 \
    avgViaCountPerCell 5.25 \
    ys_area_sq_um 1890 \
    path_class "clk2out" \
    cp_slowest_stage_delay_ns 0.47 \
    drive_gt1_frac 0.140 \
    register_area_sq_um 840 \
    cp.arrival_ns 2.47 \
    endpoint "GO" \
    max-vdd-ir-drop_mv 0.372 \
    slew_violations 0 \
    antenna_found_initial 0 \
    finalCoreUtilization 0.529 \
    startpoint "END_TR" \
    drt_iter0_drc 100 \
    cp_num_buf_inv 3 \
    antenna_left 0 \
    mi_logic_area_sq_um 926 \
    firstDrtPassIters 6 \
    syn_area_per_cell_sq_um 9.66 \
    fp_util 0.426 \
    die_w_microns 70.8 \
    crit_family "buffers and inverters" \
    synth-seq-area-share 0.443 \
    first_global_vias 1454 \
    r2r_cells 5 \
    yosysWarnings 2 \
    ys.flops 38 \
    synthCells 196 \
    post-route-cell-area_sq_um 2350 \
    powerDensity_nw_per_um2 505 \
    place_area_sq_um 2040 \
    rsz0062_at_grt "no" \
    yosys_cells 196 \
    cap_violations 0 \
    synth-edff-count 0 \
    finalHoldViolCount 0 \
    warnings 31 \
    hold_class "clk2async" \
    core_sq_um 4440 \
    area_growth_pct 24.1 \
    die-height_microns 70.8 \
    dieArea_sq_um 5010 \
    insertedDiodeCount 0 \
    async_reset_ff_frac 0.395 \
    cp.depth 4 \
    cpMostUsedCell "clkbuf_8" \
    finalSetupViolations 0 \
    clk_pin_slew_worst_paths_ns 0.06 \
    drc_errors 0 \
    dp_slack_ns 0.519 \
    cts_resized 0 \
    finalClockSkew_ns 0.00518 \
    gr-total-overflow 0 \
    r2r-end "vol[7]" \
    flop_cell "dfxtp_1" \
    path_max_fanout 2 \
]
[layout make-up]
| type | count | area share |
|---|---|---|
| inverter | 13 | 0.0208 |
| tap | 52 | 0.0277 |
| multi-input combinational | 137 | 0.394 |
| sequential | 38 | 0.357 |
| timing repair buffer | 15 | 0.0639 |
| clock buffer | 25 | 0.136 |
[cells in the mapped netlist, types with 3 or more instances]
master    number  share of area
a211oi_1       6          0.024
a21oi_1       11          0.029
and3_1         4          0.013
buf_4         13          0.052
clkbuf_1       6          0.012
dfrtp_1       12           0.16
dfstp_2        3          0.042
dfxtp_1       23           0.24
ha_1          11          0.073
inv_1         13          0.026
nand2_1        8          0.016
nand3_1        6          0.016
nor2_1        13          0.026
nor2b_1        3         0.0099
nor3_1         4          0.011
o21a_1         5          0.020
o21ai_0        8          0.021
o21bai_1       3          0.012
o22ai_1        3         0.0099
xnor2_1       10          0.046
[metrics by stage]
stage               hold WS [ns]  cells  total power (W)
floorplan                -0.0980    207         0.000479
global placement         -0.0980    256         0.000473
detailed placement       -0.0980    256         0.000473
CTS                        0.249    280          0.00121
global route               0.257    280          0.00124
finish                     0.237    280          0.00119
[kinds of logic (layout without fill, tap and decap cells)]
family / Yosys count / in the layout / share of synthesized area
compound gates: 51 / 51 / 0.186
simple gates: 46 / 46 / 0.122
flops: 38 / 38 / 0.443
buf+inv: 32 / 53 / 0.0892
fa+ha+maj: 12 / 12 / 0.0833
xor+xnor: 12 / 12 / 0.0555
mux: 3 / 3 / 0.0165
other cells: 2 / 13 / 0.00397
[registers in the layout, indices dropped and copies added, names as in the netlist]
signal / count
SEL_MIC_D1: 1
address: 6
DATA_A: 11
COUNTER_500: 11
vol: 8
voladj: 1
[layer usage]
| metal | share of wire | vias up | wire length (microns) | track usage |
|---|---|---|---|---|
| met2 | 0.44 | 58 | 1610 | 0.221 |
| met1 | 0.47 | 678 | 1710 | 0.223 |
| met3 | 0.069 | 13 | 251 | 0.0795 |
| met4 | 0.021 | 0 | 76 | 0.0778 |
| met5 | 0 | - | 0 | 0 |
| li1 | - | 720 | - | - |
[how the worst min path moves through the flow]
stage / start / endpoint / slack, ns / cells past startpoint
final: KEYON / address[0] / 0.24 / 8
after global routing: KEYON / address[5] / 0.26 / 8
after CTS: KEYON / address[0] / 0.25 / 8
[power breakdown]
group           total (W)  leakage [nW]  internal, W  switching (W)
clock network    0.000730         0.170     0.000515       0.000215
registers        0.000449         0.363     0.000449    0.000000236
logic          0.00000673         0.507   0.00000286     0.00000387
[layout by cell type (no fill, tap or decap), drive strengths merged, types with 10 or more instances in the layout]
cell type       n
ha             11
clkbuf         24
clkdlybuf4s50  16
a21oi          11
dfxtp          23
xnor2          10
dfrtp          12
nor2           13
conb           13
inv            13
[worst min-delay path, cell delays in order]
cell and delay [ns]:
clkbuf_8 0.09, clkbuf_8 0.11, clkbuf_8 0.11, clkbuf_8 0.11
clkbuf_8 0.10, and3_1 0.15, clkbuf_8 0.13, clkbuf_8 0.12
No activity file was given, so power comes from the tool's default toggle rates.
